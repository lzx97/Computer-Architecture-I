$ cat config.mk
export PLATFORM = sky130hd
export DESIGN_NAME = mux64x2_1
export DESIGN_NICKNAME = mux64x2_1
export VERILOG_FILES = /design/flow/design.v
export SDC_FILE = /design/flow/constraint.sdc
export NUM_CORES = 4
export LEC_CHECK = 1
export CORE_AREA = 10 10 84 84
export DIE_AREA = 0 0 94 94
$ cat constraint.sdc
current_design mux64x2_1

set clk_period 1.0
set clk_io_pct 0.2

create_clock -name clk0 -period $clk_period

set non_clock_inputs [all_inputs -no_clocks]
set_input_delay [expr $clk_period * $clk_io_pct] -clock clk0 $non_clock_inputs
set_output_delay [expr $clk_period * $clk_io_pct] -clock clk0 [all_outputs]
$ cat run.sh
#!/bin/bash
# OpenROAD 26Q1-2900-gdf79404cd8, Yosys 0.63+post, stock flow scripts
make -C /OpenROAD-flow-scripts/flow DESIGN_CONFIG=/design/flow/config.mk WORK_HOME=/design/flow/orfs finish
$ cat design.v
module mux2_1 (out, w0, w1, sel);
	input w0, w1;
	input sel;
	output out;
	wire And1_o, And2_o, inverter_o;
	not inverter (inverter_o, sel);
	and and_gate1(And1_o, w0, inverter_o);
	and and_gate2(And2_o, w1, sel);
	or or_gate(out, And1_o, And2_o);
endmodule
module mux64x2_1(out, w0, w1, sel);
    input [63:0] w0, w1;
    input sel;
    output [63:0] out;
    genvar i;
    generate 
        for (i = 0; i < 64; i++) begin : eachmux
            mux2_1 muxs (.out(out[i]), .w0(w0[i]), .w1(w1[i]), .sel);
        end
    endgenerate 
endmodule 
==> flow_summary.json <==
{
  "die.size.y_um": 94,
  "layout_clock_buffer_count": 0,
  "power.share.clock_pct": 0,
  "ys_seq_share_pct": 0,
  "crit_path_top_delay_cell": "mux2_4",
  "crit_path_cell_trace": "buf_16, buf_16, buf_4, mux2_4, buf_6",
  "initial_antenna_violation_count": 0,
  "worstSetupPathType": "in2out",
  "stdcell_area_mm2": 0.00318,
  "fin_crit_sh_pct": 122,
  "boundaryPins": 193,
  "worst_ep_arrival_time_ns": 1.02,
  "netlist_logic_family_top": "multiplexers",
  "routed_wire_length_per_instance_um": 18.9,
  "fp.dieW_um": 94,
  "post_synth_ao_oa_area_fraction_pct": 0,
  "timing.critical_path.slowest_cell_delay_ns": 0.29,
  "timing.critical_path.required_ns": 0.80,
  "yosys_warnings": 0,
  "worst_slew_slack_as_a_fraction_of_its_limit_pct": 93.2,
  "share_seq_of_total_power_pct": 0,
  "ys_cells": 135,
  "insertedDiodeCount": 0,
  "final-hold-violation-count": 0,
  "cp_top_family": "buffers and inverters",
  "worstMarginPinSlew_ns": 0.103,
  "synthesis.area_mm2": 0.00156,
  "crit_path_start_kind": "input port",
  "ir_worst_vdd_v": 0.000193,
  "total_of_max_cap_violations": 0,
  "p_switching_mw": 0.292,
  "run_status": "complete, but fails checks",
  "timing.final.setup_violations": 64,
  "growth_of_design_area_from_synthesis_to_finish_pct": 104,
  "avgViaCountPerCell": 4.04,
  "static_leakage_nw": 1.66,
  "worst-path-buf-inv": 4,
  "min-delay-path-class": "in2out",
  "drt-pass1-iter-count": 4,
  "yosys_area_mm2": 0.00156,
  "power-per-cell-area_mw_per_mm2": 415,
  "final_critical_path_setup_slack_ns": -0.218,
  "via_count_of_the_first_global_routing_pass": 1475,
  "flops": 0,
  "cellInternalPower_mw": 1.03,
  "avgSynthCellArea_um2": 11.5,
  "place.gp.congestion": 0.789,
  "detailroute.via_count": 1401,
  "floorplan.rows": 26,
  "violated_checks": "negative setup slack",
  "layout.cells.most_common_list": "77 x dlygate4sd2_1, 64 x mux2_4, 53 x buf_6",
  "grt_first_pass_wirelength_mm": 9.15,
  "final.hold.worst_slack_ns": 0.698,
  "layout_min_cycle_time_ns": 1.22,
  "initial_core_util_pct": 29.9,
  "post_synthesis_share_of_cell_area_spent_on_and_or_nand_and_nor_gates_pct": 0,
  "post_synth_fa_ha_maj_area_fraction_pct": 0,
  "hpwlAfterDp_mm": 5.74,
  "synthesis.instances": 135,
  "synth-xor-area-share_pct": 0,
  "number_of_distinct_library_cells_after_synthesis": 5,
  "layout.area.seq_um2": 0,
  "placedInstanceArea_mm2": 0.00302,
  "post-route-drc-count": 0,
  "fp.coreArea_mm2": 0.00520,
  "post_route_cells_drive_above_1_share_pct": 53.8,
  "dr.first_iter.drc_count": 3,
  "maxSlewViolCount": 0,
  "power.switching_fraction_pct": 22.1,
  "timing.critical_path.mode_cell": "buf_16",
  "tool_warnings": 36,
  "crit_path_max_fanout": 7,
  "clock.fmax_mhz": 821,
  "setup_repair_after_global_routing_missed_its_margin": "yes",
  "number_of_buffers_inserted_for_hold_repair_after_clock_tree_synthesis": 0,
  "layout.core_utilization_pct": 61.1,
  "synth.area.mux_share_pct": 60.7,
  "finalWirelength_mm": 6.56,
  "drt.antenna.violating_nets": 0,
  "comb_power_share_pct": 100.0,
  "global_route.usage.total_pct": 13.5,
  "final_common_cell": "dlygate4sd2_1",
  "port-buffer-count": 193,
  "largest_net_degree_at_the_start_of_global_routing": 13,
  "chipArea_mm2": 0.00884,
  "crit_path_end_kind": "output pin",
  "total_power_mw": 1.32,
  "global_route.overflow_total": 0
}
==> cell type report <==
| type | instances | area [µm²] |
|---|---|---|
| well taps | 70 | 87.6 |
| fillers | 462 | 2020 |
| repair buffers | 213 | 2130 |
| multi-input cells | 64 | 961 |
==> routing by layer <==
layer / vias up / global-route usage [%] / part of all wire [%]
li1: 683 / - / -
met1: 616 / 13.0 / 34
met2: 102 / 26.7 / 54
met3: 0 / 6.22 / 12
met4: 0 / 0 / 0
met5: - / 0 / 0
==> cell usage after synthesis, drive strengths merged <==
cell type  count  area share, %
buf           71             39
mux2          64             61
==> worst paths after layout <==
path | from | to | cells past startpoint
min | w0[19] | out[19] | 3
max | sel | out[45] | 5
==> what timing repair did <==
action / CTS / global route
buffers inserted: 13 / 1
endpoints found under the setup margin: 64 / 64
gates cloned: 2 / 0
gates resized: 339 / 21
==> metrics by stage <==
| stage | setup TNS (ns) | cells | setup slack [ns] |
|---|---|---|---|
| 2_1_floorplan | -4.24 | 135 | -0.0759 |
| 3_3_place_gp | -32.51 | 331 | -0.545 |
| 3_5_place_dp | -32.52 | 331 | -0.546 |
| 4_1_cts | -9.64 | 346 | -0.221 |
| 5_1_grt | -10.43 | 347 | -0.232 |
| 6_report | -9.23 | 347 | -0.218 |
==> power by group through the flow <==
| stage | clock [mW] | sequential (mW) | combinational [mW] |
|---|---|---|---|
| 4_1_cts | 0 | 0 | 1.27 |
| 5_1_grt | 0 | 0 | 1.41 |
| 6_report | 0 | 0 | 1.32 |
==> kinds of logic after synthesis <==
family / after synthesis
buffers and inverters: 71
muxes: 64
No activity file was given, so power comes from the tool's default toggle rates.
