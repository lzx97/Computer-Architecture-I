===== flow/config.mk =====
export PLATFORM = sky130hd
export DESIGN_NAME = alu
export DESIGN_NICKNAME = alu
export VERILOG_FILES = /design/flow/design.v
export SDC_FILE = /design/flow/constraint.sdc
export NUM_CORES = 4
export LEC_CHECK = 1
export CORE_UTILIZATION = 50

===== flow/constraint.sdc =====
current_design alu

set clk_period 65.2
set clk_io_pct 0.2

create_clock -name clk0 -period $clk_period

set non_clock_inputs [all_inputs -no_clocks]
set_input_delay [expr $clk_period * $clk_io_pct] -clock clk0 $non_clock_inputs
set_output_delay [expr $clk_period * $clk_io_pct] -clock clk0 [all_outputs]

===== flow/design.v =====
module ALU1bit(carryout0, carryout1, a, b, carryin0, carryin1, andout, orout, xorout, addout, subout, passbout);
	input a, b, carryin0, carryin1;
	output carryout0, carryout1;
	output andout, orout, xorout, addout, subout, passbout;
	wire bnot;
	and andGate (andout, a, b);
	or orGate (orout, a, b);
	xor xorGate(xorout, a, b);
	adder add (.carryout(carryout0), .sum(addout), .carryin(carryin0), .a, .b);
	not bNotGate (bnot, b);
	adder substract (.carryout(carryout1), .sum(subout), .carryin(carryin1), .a, .b(bnot));
	assign passbout = b;
endmodule 
module ALU1bit_testbench;
	logic a, b, carryin0, carryin1;  
	logic carryout0, carryout1;  
	logic andout, orout, xorout, addout, subout, passbout;
	ALU1bit dut (carryout0, carryout1, a, b, carryin0, carryin1, andout, orout, xorout, addout, subout, passbout);
	integer i;
	initial begin
		{carryin0, carryin1} = 1;
		for (i = 0; i < 4; i++) begin
			{a, b} = i; #10;
		end 
	end 
endmodule 
module adder (carryout, sum, carryin, a, b);
	input carryin, a, b;
	output carryout, sum;
	wire anot, bnot, cinot;
	wire and0out, and1out, and2out, and3out;
	not (anot, a);
	not (bnot, b);
	not (cinot, carryin);
	and and0 (and0out, a, bnot, cinot);
	and and1 (and1out, anot, b, cinot);
	and and2 (and2out, anot, bnot, carryin);
	and and3 (and3out, a, b, carryin);
	or or0 (sum, and0out, and1out, and2out, and3out);
	adder_carryout cout (.carryout, .carryin, .a, .b);
endmodule 
module adder_carryout(carryout, carryin, a, b);
	input carryin, a, b;
	output carryout;
	wire and0out, and1out, and2out;
	and and0 (and0out, a, carryin);
	and and1 (and1out, b, carryin);
	and and2 (and2out, a, b);
	or or0 (carryout, and0out, and1out, and2out);
endmodule 
module alu(A, B, cntrl, result, negative, zero, overflow, carry_out, shiftdir);
	input [63:0] A, B;
	input [2:0] cntrl;
	input shiftdir;
	output [63:0] result;
	output negative, zero, overflow, carry_out;
	wire [63:0] carry_out0, carry_out1;
	wire [63:0] andout, orout, xorout, addout, subout, passbout, shiftout, mulout;
	wire topcarry0, topcarry1;
	genvar i;
	generate 
		ALU1bit firstbit (	.carryout0(carry_out0[0]), 
							.carryout1(carry_out1[0]), 
							.a(A[0]), 
							.b(B[0]), 
							.carryin0(1'b0),  
							.carryin1(1'b1),  
							.andout(andout[0]), 
							.orout(orout[0]), 
							.xorout(xorout[0]), 
							.addout(addout[0]), 
							.subout(subout[0]), 
							.passbout(passbout[0])
		);
		for (i = 1; i < 64; i++) begin : eachALU1bit
			ALU1bit alus (	.carryout0(carry_out0[i]), 
								.carryout1(carry_out1[i]), 
								.a(A[i]), 
								.b(B[i]), 
								.carryin0(carry_out0[i - 1]), 
								.carryin1(carry_out1[i - 1]), 
								.andout(andout[i]), 
								.orout(orout[i]), 
								.xorout(xorout[i]), 
								.addout(addout[i]), 
								.subout(subout[i]), 
								.passbout(passbout[i])
		);
		end
	endgenerate 
	shifter shift (.value(A),
			.direction(shiftdir),  
			.distance(B[5:0]),
			.result(shiftout)
	);
	mult multi (	.A(A),
					.B(B),
					.doSigned(1'b1),  
					.mult_low(mulout),
					.mult_high() 
	);
	mux64x8_1 selectResult (.out(result), 
							.w0(passbout), 
							.w1(shiftout),
							.w2(addout), 
							.w3(subout),
							.w4(andout), 
							.w5(orout),
							.w6(xorout), 
							.w7(mulout),
							.sel(cntrl)
	);
	assign negative = result[63];
	zero_detection zd (.zero, .in(result));
	overflow_detection od (.overflow, .a(A[63]), .b(B[63]), .c(result[63]), .cntrl(cntrl[0]));
	mux2_1 mux0 (.out(carry_out), .w0(carry_out0[63]), .w1(carry_out1[63]), .sel(cntrl[0]));
endmodule 
module overflow_detection(overflow, a, b, c, cntrl);
	input a, b, c, cntrl;
	output overflow;
	wire anot, bnot, cnot;
	wire and1out, and2out, and3out, and4out;
	wire overflow_add, overflow_sub;
	not aNotGate (anot, a);
	not bNotGate (bnot, b);
	not cNotGate (cnot, c);
	and and1 (and1out, anot, bnot, c);
	and and2 (and2out, a, b, cnot);
	or or1 (overflow_add, and1out, and2out);
	and and3 (and3out, anot, b, c);
	and and4 (and4out, a, bnot, cnot);
	or or2 (overflow_sub, and3out, and4out);
	mux2_1 mux0 (.out(overflow), .w0(overflow_add), .w1(overflow_sub), .sel(cntrl));
endmodule 
module zero_detection(zero, in);
	input [63:0] in;
	output zero;
	wire [62:0] orout;
	genvar i;
	generate 
		or or0 (orout[0], in[0], in[1]);
		for (i = 1; i < 63; i++) begin : orgen
			or eachor (orout[i], orout[i - 1], in[i + 1]);
		end
	endgenerate 
	not notgate (zero, orout[62]);
endmodule 
module mux2_1 (out, w0, w1, sel);
	input w0, w1;
	input sel;
	output out;
	wire And1_o, And2_o, inverter_o;
	not inverter (inverter_o, sel);
	and and_gate1(And1_o, w0, inverter_o);
	and and_gate2(And2_o, w1, sel);
	or or_gate(out, And1_o, And2_o);
endmodule
module mux4_1 (out, w0, w1, w2, w3, sel);
	input w0, w1, w2, w3;
	input [1:0] sel;
	output out;
	wire s0not, s1not;
	wire g0_o, g1_o, g2_o, g3_o;
	not inverter1 (s0not, sel[0]);
	not inverter2 (s1not, sel[1]);
	and g0 (g0_o, w0, s0not, s1not);
	and g1 (g1_o, w1, s1not, sel[0]);
	and g2 (g2_o, w2, s0not, sel[1]);
	and g3 (g3_o, w3, sel[0], sel[1]);
	or g4 (out, g0_o, g1_o, g2_o, g3_o);
endmodule
module mux4_1_testbench;
	logic w0, w1, w2, w3;
	logic s0, s1;
	logic out;
	mux4_1 dut (out, w0, w1, w2, w3, s0, s1);
	initial begin
		integer i;
		w0 = 0; w1 = 1; w2 = 0; w3 = 1;
		for (i = 0; i < 4; i++) begin
			{s1, s0} = i; #10;
		end
	end
endmodule
module mux64x8_1(out, w0, w1, w2, w3, w4, w5, w6, w7, sel);
    input [63:0] w0, w1, w2, w3, w4, w5, w6, w7;
    input [2:0] sel;
    output [63:0] out;
    genvar i;
    generate 
        for (i = 0; i < 64; i++) begin : genmuxs
            mux8_1 muxs (.out(out[i]), .w({w7[i], w6[i], w5[i], w4[i], w3[i], w2[i], w1[i], w0[i]}), .sel(sel));
        end
    endgenerate
endmodule 
module mux64x8_1_testbench;
    logic [63:0] w0, w1, w2, w3, w4, w5, w6, w7;
    logic [2:0] sel;
    logic [63:0] out;
    mux64x8_1 dut (.out, .w0, .w1, .w2, .w3, .w4, .w5, .w6, .w7, .sel);
    integer i;
    initial begin
        #10;
        w0 = 0;
        w1 = 1;
        w2 = 2;
        w3 = 3;
        w4 = 4; 
        w5 = 5;
        w6 = 6;
        w7 = 7;
        #10;
        for (i = 0; i < 8; i++) begin
            sel = i; #10;
        end
        sel = 0; #20;
    end
endmodule 
module mux8_1(out, w, sel);
	input [7:0] w;
	input [2:0] sel;
	output out;
	wire mux0out, mux1out;
	mux4_1 mux0 (.out(mux0out), .w0(w[0]), .w1(w[1]), .w2(w[2]), .w3(w[3]), .sel(sel[1:0]));
	mux4_1 mux1 (.out(mux1out), .w0(w[4]), .w1(w[5]), .w2(w[6]), .w3(w[7]), .sel(sel[1:0]));
	mux2_1 mux2 (.out, .w0(mux0out), .w1(mux1out), .sel(sel[2]));
endmodule 
module mux8_1_testbench;
	logic [7:0] w;
	logic [2:0] sel;
	logic out;
	mux8_1 dut (out, w, sel);
	initial begin
		integer i;
		w = 8'b11101001;
		for (i = 0; i < 8; i++) begin
			sel = i; #10;
		end
	end
endmodule 
module mult (
	input logic		[63:0]	A, B,
	input logic					doSigned,				 
	output logic	[63:0]	mult_low, mult_high 
	);
	logic signed	[63:0]	signedA, signedB;
	logic signed	[127:0]	signedResult;
	logic				[127:0]	unsignedResult;
	always_comb begin
		signedA = A;
		signedB = B;
		signedResult = signedA * signedB;
	end
	always_comb
		unsignedResult = A * B;
	always_comb
		if (doSigned)
			{mult_high, mult_low} = signedResult;
		else
			{mult_high, mult_low} = unsignedResult;
endmodule
module shifter(
	input logic		[63:0]	value,
	input logic					direction,  
	input	logic		[5:0]		distance,
	output logic	[63:0]	result
	);
	always_comb begin
		if (direction == 0)
			result = value << distance;
		else
			result = value >> distance;
	end
endmodule
module shifter_testbench();
	logic	[63:0]	value;
	logic				direction;
	logic [5:0]		distance;
	logic [63:0]	result;
	shifter dut (.value, .direction, .distance, .result);
	integer i, dir;
	initial begin
		value = 64'hDEADBEEFDECAFBAD;
		for(dir=0; dir<2; dir++) begin
			direction <= dir[0];
			for(i=0; i<64; i++) begin
				distance <= i; #10;
			end
		end
	end
endmodule
module mult_testbench();
	logic [63:0]	A, B;
	logic				doSigned;
	logic	[63:0]	mult_low, mult_high;
	logic	[127:0]	fullVal;
	mult dut (.A, .B, .doSigned, .mult_low, .mult_high);
	assign fullVal = {mult_high, mult_low};
	integer i;
	initial begin
		for(i=0; i<2; i++) begin
			doSigned <= i[0];
			A <=  0; B <=  0; #10;
			A <=  1; B <=  2; #10;
			A <= -1; B <=  1; #10;
			A <= -1; B <= -1; #10;
			A <= 5<<35; B <= 6<<35; #10;
		end
	end
endmodule

===== flow/run.sh =====
#!/bin/bash
# OpenROAD 26Q1-2900-gdf79404cd8, Yosys 0.63+post, stock flow scripts
make -C /OpenROAD-flow-scripts/flow DESIGN_CONFIG=/design/flow/config.mk WORK_HOME=/design/flow/orfs finish

==> flow_metrics.py <==
# Physical implementation metrics
metrics = {
    "run_status": {
        "status": "finished, final reports clean",
    },
    "global_route": {
        "grt_max_degree": 111,
        "grt_usage_pct": 57.5,
        "grt-ovfl-total": 0,
        "grt_first_pass_wirelength_mm": 577,
        "antenna_found_initial": 37,
        "grt_pass1_vias": 74000,
    },
    "placed_design": {
        "place_congestion": 1.15,
        "dpl.cell_count": 11100,
        "dp_hpwl_mm": 328,
        "port_buffers": 200,
        "pre_cts_slack_ns": 11.68,
        "place_area_sq_um": 83000,
    },
    "timing": {
        "tightest_slew_ns": 1.19,
        "clock.fmax_mhz": 18.6,
        "hold_violations": 0,
        "finalClockPeriodUsage_pct": 82.6,
        "fin_ws_ns": 11.35,
        "setup_violations": 0,
        "rsz0062_at_grt": "no",
        "tns_ns": 0,
        "fin_crit_ns": 53.85,
        "slew_headroom_pct": 19.9,
        "slew_violations": 0,
    },
    "synthesis": {
        "netlist.top_cell.by_area": "fa_1",
        "area_leaders": "fa_1, inv_1, nand2_1",
        "most_common_cell": "fa_1",
        "synthTopCellsByCount": "fa_1, inv_1, nand2_1",
        "ys_seq_share_pct": 0,
        "yosys_warnings": 2,
        "synthesis.area_sq_um": 79100,
        "yosysUniqueCellTypes": 95,
        "synth_top_area_share_pct": 49.5,
        "ys_area_sq_um": 79100,
        "netlist_instances": 9215,
        "postSynthAreaPerCell_sq_um": 8.59,
        "ys_cells": 9215,
    },
    "routing": {
        "vias_per_cell": 6.30,
        "vias": 70100,
        "drtPass1Iterations": 7,
        "wl_per_cell_um": 37.2,
        "drt_iter0_drc": 6323,
        "postRouteAntennaNets": 0,
        "drc": 0,
        "drt-total-wl_mm": 414,
    },
    "pwr": {
        "p_sw_uw": 22500,
        "power.share.switching_pct": 67.9,
        "internal_power_uw": 10700,
        "cellLeakagePower_uw": 0.0421,
        "p_total_uw": 33200,
        "ir_drop_uv": 1270,
        "cellPowerDensity_nw_per_um2": 400,
    },
    "worst_setup_path": {
        "crit_path_end_kind": "primary output",
        "cp_common_cell": "fa_1",
        "start_kind": "input pin",
        "worstPathMaxFanout": 49,
        "crit_slowest_cell": "clkdlybuf4s50_1",
        "cp_data_required_time_ns": 52.16,
        "critPathArrivalTime_ns": 40.81,
        "max_stage_delay_ns": 0.50,
        "path_class": "in2out",
    },
    "layout": {
        "area_growth_pct": 5.07,
        "fillerInstances": 14200,
        "flop-count": 0,
        "final_cells": 11100,
        "seq_area_sq_um": 0,
        "mi_logic_area_sq_um": 68800,
        "design_area_sq_um": 83100,
        "drive_above_1_share_pct": 7.05,
        "nClkBuffers": 0,
    },
    "job": {
        "drv_cap": 0,
        "warning_count": 107,
    },
    "die": {
        "design.core.area_sq_um": 157000,
        "dieHeight_um": 400,
        "core.rowCount": 145,
        "die_area_sq_um": 160000,
        "die_w_um": 400,
        "fp_util_pct": 50.5,
        "ioPinCount": 200,
    },
    "hold_path": {
        "hold_depth": 6,
        "hold_start": "B[4]",
        "worstHoldEndpoint": "result[4]",
        "hold_class": "in2out",
    },
    "clock_network": {
        "post-cts-setup-buffer-count": 0,
        "cts_hold_buf": 0,
        "cts_resized": 0,
    },
}
==> worst max path at each step <==
stage,from,end,depth (start not counted)
after CTS,B[1],zero,71
after global routing,B[1],zero,71
final,B[1],zero,71
==> cells by family (layout without fill, tap and decap cells) <==
group           count (synthesis)  in the layout  synth area share, %
simple gates                 2741           2741                 13.7
buf+inv                      2656           2480                 13.1
fa+ha+maj                    2461           2461                 57.5
compound gates                831            831                 7.07
mux                           365            365                 6.91
xor+xnor                      161            161                 1.78
other cells                     0             34                    0
==> cells in the final DEF, fill, tap and decap left out, types with 17 or more instances in the layout <==
cell,instances
a211oi_1,27
a21o_1,33
a21oi_1,197
a221o_1,18
a221oi_1,51
a31oi_1,24
and3_1,20
buf_2,55
buf_4,325
clkdlybuf4s50_1,139
clkinv_1,18
diode_2,34
fa_1,1956
ha_1,505
inv_1,1916
mux2_2,67
mux2i_1,152
mux4_2,133
nand2_1,1691
nand3_1,32
nor2_1,833
nor2b_1,17
nor3_1,44
o211ai_1,36
o21a_1,18
o21ai_0,149
o221ai_1,38
o22ai_1,68
o31ai_1,19
or3_1,19
xnor2_1,128
xor2_1,33
==> power groups by stage <==
stage / clock, uW / combinational, uW / sequential [uW]
5_1_grt: 0.0000328 / 34500 / 0
4_1_cts: 0 / 31800 / 0
==> worst max-delay path: cells and delay by family <==
kind / cells / cell delay, ns
AOI/OAI and AO/OA: 4 / 1.04
adders and majority gates: 61 / 24.50
buffers and inverters: 4 / 1.50
and+or+nand+nor: 2 / 0.73
==> cell type report <==
cell class,count,area share (%)
diodes,34,0.102
inverters,1947,8.80
multi-input cells,6559,82.8
well taps,2058,3.10
repair buffers,533,5.24
==> metal layers <==
layer	GRT usage, %	routed length [um]
met5	18.0	3700
met4	43.0	42500
met3	43.5	79600
met2	70.4	161000
met1	66.8	127000
==> stage by stage <==
step / util (%) / hold WS, ns
2_1_floorplan: - / 26.20
3_3_place_gp: 53.0 / 27.12
6_report: 53.1 / 27.14
5_1_grt: 53.1 / 27.20
4_1_cts: 53.0 / 27.12
3_5_place_dp: 53.0 / 27.12
Power and IR drop assume default switching activity.
