==> flow/design.v <==
module mux4_1 (out, w0, w1, w2, w3, sel);
	input w0, w1, w2, w3;
	input [1:0] sel;
	output out;
	wire s0not, s1not;
	wire g0_o, g1_o, g2_o, g3_o;
	not inverter1 (s0not, sel[0]);
	not inverter2 (s1not, sel[1]);
	and g0 (g0_o, w0, s0not, s1not);
	and g1 (g1_o, w1, s1not, sel[0]);
	and g2 (g2_o, w2, s0not, sel[1]);
	and g3 (g3_o, w3, sel[0], sel[1]);
	or g4 (out, g0_o, g1_o, g2_o, g3_o);
endmodule
module mux4_1_testbench;
	logic w0, w1, w2, w3;
	logic s0, s1;
	logic out;
	mux4_1 dut (out, w0, w1, w2, w3, s0, s1);
	initial begin
		integer i;
		w0 = 0; w1 = 1; w2 = 0; w3 = 1;
		for (i = 0; i < 4; i++) begin
			{s1, s0} = i; #10;
		end
	end
endmodule
module mux64x4_1(out, w0, w1, w2, w3, sel);
    input [63:0] w0, w1, w2, w3;
    input [1:0] sel;
    output [63:0] out;
    genvar i;
    generate 
        for (i = 0; i < 64; i++) begin : genmuxs
            mux4_1 muxs (.out(out[i]), .w0(w0[i]), .w1(w1[i]), .w2(w2[i]), .w3(w3[i]), .sel);
        end
    endgenerate
endmodule 
module mux64x4_1_testbench;
    logic [63:0] w0, w1, w2, w3;
    logic [1:0] sel;
    logic [63:0] out;
    mux64x4_1 dut (.out, .w0, .w1, .w2, .w3, .sel);
    integer i;
    initial begin
        #10;
        w0 = 0;
        w1 = 1;
        w2 = 2;
        w3 = 3;
        #10;
        for (i = 0; i < 4; i++) begin
            sel = i; #10;
        end
        sel = 0; #20;
    end
endmodule 
==> flow/run.sh <==
#!/bin/bash
# OpenROAD 26Q1-2900-gdf79404cd8, Yosys 0.63+post, stock flow scripts
make -C /OpenROAD-flow-scripts/flow DESIGN_CONFIG=/design/flow/config.mk WORK_HOME=/design/flow/orfs finish
==> flow/config.mk <==
export PLATFORM = sky130hd
export DESIGN_NAME = mux64x4_1
export DESIGN_NICKNAME = mux64x4_1
export VERILOG_FILES = /design/flow/design.v
export SDC_FILE = /design/flow/constraint.sdc
export NUM_CORES = 4
export LEC_CHECK = 1
export CORE_AREA = 10 10 131 131
export DIE_AREA = 0 0 141 141
==> flow/constraint.sdc <==
current_design mux64x4_1

set clk_period 1.5
set clk_io_pct 0.2

create_clock -name clk0 -period $clk_period

set non_clock_inputs [all_inputs -no_clocks]
set_input_delay [expr $clk_period * $clk_io_pct] -clock clk0 $non_clock_inputs
set_output_delay [expr $clk_period * $clk_io_pct] -clock clk0 [all_outputs]
==> qor.csv <==
metric,value,unit
number of DRC markers in iteration 0,38,
fin crit period,1.727,ns
core area,14420,sq um
Worst setup SP type,input pin,
DR DRC count,0,
Pre-Place Util,14.58,%
routed via count,2525,
CP Cell Sequence,"buf_16, buf_12, buf_16, buf_6, mux4_2, buf_2",
Die Y,141,microns
Final setup viols,64,
seq_cells,0,
Synth Cell Area,2103,sq um
chip area line of the yosys report,2103,sq um
ANT cells,0,
hpwl dp,11030,microns
max cap viols,0,
WL/cell,21.81,microns
Leak,2.234,nW
Pwr Density,265.5,nW/um^2
slowest cell delay on critical path,0.51,ns
DR pass1 iterations,4,
Post-Syn Instances,142,
run status,"finished, violations left",
cell count in the Yosys report,142,
final hold viol count,0,
Tightest Pin Transition,0.2055,ns
max frequency,578.9,MHz
Final Util,36.04,%
crit path DAT,1.43,ns
row count,44,
largest net degree at the start of global routing,34,
"non-filler cells, final",613,
Synth Seq Share,0,%
global-route wire length before repair,19230,microns
fin area,5199,sq um
failing checks,setup timing,
grt total ovfl,0,
OpenROAD warnings,34,
Crit path top cell by count,buf_16,
"antenna viol nets, final",0,
vias per cell,4.119,
slowest CP cell,mux4_2,
worst setup margin,-0.2274,ns
Post-DP Area,4997,sq um
average size of a mapped cell,14.81,sq um
Hold WC Path Type,in -> out,
placed cells,576,
register area,0,sq um
most frequent logic cell in the layout,clkdlybuf4s50_1,
die area,19880,sq um
most frequent cells in the layout,"clkdlybuf4s50_1 (166), dlygate4sd2_1 (78), mux4_2 (63)",
RSZ-0062 raised after global routing,yes,
CP Capture Type,output port,
share of cells above drive strength 1,40.09,%
maximum vdd drop,0.1766,mV
setup_tns,-8.553,ns
fillers,1410,
total I/O pin count,322,
Unique cell types,7,
Pins Over Slew Limit,0,
gpl congestion,0.9001,
Crit Path Category,in -> out,
port bufs,322,
vias in the first global route,2979,
clock buffers,0,
crit path DRT,1.20,ns
CTS Hold Bufs,0,
Critical Path Fanout Max,7,
Area growth syn-to-layout,147.2,%
initial antenna violation count,0,
final worst path period share,115.2,%
Slew headroom,86.30,%
Yosys warning total,0,
Tot GR Track Use,12.80,%
die width,141,microns
final wirelength,13370,microns
cell usage after synthesis, drive strengths merged:
cell type	count	area, sq um
buf	77	641.9
clkbuf	1	5.000
mux4	64	1456
where the power goes:
part / switching [mW] / total [mW] / internal [mW]
registers: 0 / 0 / 0
clock network: 0 / 0 / 0
logic: 0.331 / 1.38 / 1.05
routing by layer:
metal / up-vias / global-route usage [%] / share of wire, %
li1: 1118 / - / -
met1: 1204 / 17.00 / 39
met2: 203 / 20.15 / 47
met3: 0 / 5.830 / 13
met4: 0 / 0.05435 / 0
met5: - / 0 / 0
logic make-up (layout without fill, tap and decap cells):
family	count (synthesis)	in the layout	share of synthesized area [%]
buffers and inverters	78	365	30.76
multiplexers	64	64	69.24
path summary, 6_finish.rpt:
path,from,endpoint,slack [ns],cells past startpoint
worst max-delay path,sel[0],out[52],-0.23,6
worst min-delay path,w3[19],out[19],0.98,3
area by class of cell:
| class | count | area (sq um) | area share (%) |
|---|---|---|---|
| tap | 184 | 230.2 | 4.428 |
| timing repair buffer | 365 | 3523 | 67.77 |
| multi-input combinational | 64 | 1445 | 27.80 |
what timing repair did:
item	4_1_cts	5_1_grt
cloned	6	0
gates resized	311	31
setup buffers	31	6
endpoints found under the setup margin	64	64
worst max-delay path, delay by kind of cell:
family / cells / cell delay, ns
buffers and inverters: 5 / 0.61
multiplexers: 1 / 0.51
per-stage QoR:
| step | setup WS [ns] | hold slack (ns) | total power, mW |
|---|---|---|---|
| after floorplan | 0.01241 | 0.8730 | 0.6118 |
| after global placement | -0.5377 | 1.512 | 1.448 |
| after detailed placement | -0.5345 | 1.499 | 1.453 |
| after CTS | -0.2739 | 1.060 | 1.424 |
| after global routing | -0.2774 | 1.009 | 1.483 |
| final | -0.2274 | 0.9798 | 1.380 |
Power figures rest on the tool's default switching activity, not on a simulated workload.
